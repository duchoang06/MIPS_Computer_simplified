--- flow/config.mk ---
export PLATFORM = sky130hd
export DESIGN_NAME = ALU
export DESIGN_NICKNAME = ALU
export VERILOG_FILES = /design/flow/design.v
export SDC_FILE = /design/flow/constraint.sdc
export NUM_CORES = 4
export LEC_CHECK = 1
export CORE_UTILIZATION = 40
--- flow/constraint.sdc ---
current_design ALU

set clk_period 322.3
set clk_io_pct 0.2

create_clock -name clk0 -period $clk_period

set non_clock_inputs [all_inputs -no_clocks]
set_input_delay [expr $clk_period * $clk_io_pct] -clock clk0 $non_clock_inputs
set_output_delay [expr $clk_period * $clk_io_pct] -clock clk0 [all_outputs]
--- flow/design.v ---
module ALU
	(
		input [3:0] ALU_ctrl,
		input [31:0] ALU_operand_1,
		input [31:0] ALU_operand_2,
		input [4:0] shamnt,
		output reg [31:0] ALU_result,
		output reg [7:0] ALU_status
	);
	initial ALU_status = 8'b0000_0000;
	initial ALU_result = 32'd0;
	reg [32:0] result_temp; 
	always @(ALU_ctrl) begin
		case (ALU_ctrl) 
		4'b0010: begin
						ALU_result = ALU_operand_1 + ALU_operand_2;
						result_temp = ALU_operand_1 + ALU_operand_2;
					end
		4'b0110: ALU_result = ALU_operand_1 - ALU_operand_2;
		4'b0000: ALU_result = ALU_operand_1 & ALU_operand_2;  
		4'b0001: ALU_result = ALU_operand_1 | ALU_operand_2;  
		4'b1000: ALU_result = ALU_operand_1 * ALU_operand_2;  
		4'b1001: ALU_result = ALU_operand_1 / ALU_operand_2;  
		4'b1010: ALU_result = ALU_operand_1 ^ ALU_operand_2;  
		4'b1100: ALU_result = ALU_operand_1 << shamnt;
		4'b1101: ALU_result = ALU_operand_1 >> shamnt;
		default: ALU_result = 32'd0;
		endcase
	end
	always @(*) begin
		if (ALU_result == 0) begin  
			ALU_status[7] = 1'b1;
		end
		else begin
			ALU_status[7] = 1'b0;	
		end
		if ((ALU_operand_1[31] == 0 && ALU_operand_2[31] == 0 &&  ALU_result[31] == 1 && ALU_ctrl == 4'b0010)
		|| (ALU_operand_1[31] == 1 && ALU_operand_2[31] == 1 &&  ALU_result[31] == 0 && ALU_ctrl == 4'b0010)
		|| (ALU_operand_1[31] == 0 && ALU_operand_2[31] == 1 &&  ALU_result[31] == 1 && ALU_ctrl == 4'b0110)
		|| (ALU_operand_1[31] == 1 && ALU_operand_2[31] == 0 &&  ALU_result[31] == 0 && ALU_ctrl == 4'b0110)
		|| (ALU_operand_1[31] == 1 && ALU_operand_2[31] == 0 &&  ALU_result[31] == 0 && ALU_ctrl == 4'b1000)
		|| (ALU_operand_1[31] == 0 && ALU_operand_2[31] == 1 &&  ALU_result[31] == 0 && ALU_ctrl == 4'b1000)
		|| (ALU_operand_1[31] == 0 && ALU_operand_2[31] == 0 &&  ALU_result[31] == 1 && ALU_ctrl == 4'b1000)
		|| (ALU_operand_1[31] == 1 && ALU_operand_2[31] == 1 &&  ALU_result[31] == 0 && ALU_ctrl == 4'b1000)		
		) begin  
			ALU_status[6] = 1'b1;
		end
		else begin
			ALU_status[6] = 1'b0;	
		end
		if (result_temp[32]) begin  
			ALU_status[5] = 1'b1;
		end
		else begin
			ALU_status[5] = 1'b0;	
		end
		if (ALU_result[31] == 1'b1) begin  
			ALU_status[4] = 1'b1;
		end
		else begin
			ALU_status[4] = 1'b0;	
		end
		if (!(ALU_result % 2 == 0 || ALU_result % 4 == 0)) begin
			ALU_status[3] = 1'b1;
		end
		else begin
			ALU_status[3] = 1'b0;	
		end
		if ((ALU_ctrl == 4'b1001) && (ALU_operand_2 == 32'd0)) begin  
			ALU_status[2] = 1'b1;
		end
		else begin
			ALU_status[2] = 1'b0;	
		end
	end
endmodule 
--- flow/run.sh ---
#!/bin/bash
# OpenROAD 26Q1-2900-gdf79404cd8, Yosys 0.63+post, stock flow scripts
make -C /OpenROAD-flow-scripts/flow DESIGN_CONFIG=/design/flow/config.mk WORK_HOME=/design/flow/orfs finish
==> run notes <==
- 152.93 ns — WP data arrival
- 7.33% — share of layout cells above drive strength 1
- 6.31 — routed vias/inst
- 0 — DRC errors left
- input pin — startpoint type of the worst setup path
- 0.130 sq mm — Floorplan Core Area
- 0.0565 sq mm — dpl cell area
- 10 — first drt pass iteration count
- 113 — Boundary Pins
- completed — result of the run
- 0 — remaining antenna violation count
- input pin to primary output — type of the setup path with the least slack
- 105 — number of distinct library cell variants in the gate-level netlist after synthesis
- 5243 — number of DRC markers in iteration 0
- 40.5% — initial standard-cell utilization of the core
- 1.08 — final weighted congestion of routability-driven global placement
- 10.1 mW/mm^2 — Power Dens Cells
- 0.0565 sq mm — area of all placed cells without fillers
- 107.90 ns — minimum setup slack after placement
- sky130_fd_sc_hd__a21oi_1 — Most Frequent Cell on Critical Path
- 132 — Rows
- 0 — max cap viols
- 0.0488 sq mm — total area of multi-input combinational cells
- 15.0 sq um — area taken by flip-flops and latches
- 111 — number of input and output port buffers inserted
- 117000 um — routed metal-1 wirelength
- 57.2k — Via Count
- 0 — number of setup violations in the final report
- 0.0526 sq mm — post-synthesis cell area
- 54.9k — vias in the first global route
- 0 — remaining global-route overflow
- 26.4 nW — Pleak
- 13.4k — final-layout fill cell count
- sky130_fd_sc_hd__dlxtp_1 — Primary FF master, synth
- 0.213 mW — Internal Power
- 0 — number of buffers inserted by post-CTS setup repair
- 62.8% — sw frac
- 280000 um — DRT Wirelength
- 0 — Hold Fails Final Rpt
- 7289 — post-synthesis instance total
- 0.00460 GHz — Fmax
- met5 — top routing layer used
- 1.24 ns — transition time at the pin with the least slew margin
- 1 — number of register pins that no clock reaches
- 0 — cells resized by post-CTS repair
- 1 — Synth warnings
- 27 — antenna violations before repair
- 0 — total of hold buffers inserted after clock tree synthesis
- 0.133 sq mm — chip area
- 67.5% — share of the cycle needed by the critical path after routing
- false — RSZ-0062 raised after global routing
- 71 — tool warning count
- 0.0526 sq mm — post-synth area from yosys stat
- 257.84 ns — data required time of the critical path
- 0 — number of synthesized flops with an enable pin
- 7289 — yosys cell count
- 0.359 mW — net switching power of the design
- 41 — biggest fanout along the worst timing path
- 31200 um — length of routed met3 wiring
- 397000 um — first-pass GRT wire length
- 51 — pin count of the biggest net entering global routing
- 1 — flip-flop count of the largest register after layout
- 7.22 sq um — average instance area after synthesis
- 365 um — height of the die
- 42.9% — GR Util All Layers
- 222000 um — HPWL after detailed placement
- 365 um — x dimension of the die
- 0.0305 mV — Max rail drop VDD
- 104.91 ns — setup slack after layout
- sky130_fd_sc_hd__o32ai_1 — crit path max-delay cell type
- primary output — critical path endpoint category
- 30.9 um — drt wl/cell
- 7.43% — post-synthesis to final-layout area growth
- 115000 um — met2 wire length
- 0% — asr flop ratio synth
- 0 — Final Max Tran Viols
- 1.05 ns — Crit path largest cell delay
- 15.3% — Rel. slew slack
- 0 ns — Setup TNS Final
- 1 — number of flip-flops and latches in the synthesized netlist
- 217.39 ns — post-layout min period
- input pin to primary output — hold crit path type
- 2 — count of endpoints without a timing constraint
cells in the final DEF, fill, tap and decap left out, types with 58 or more instances in the layout:
master                            netlist  routed
sky130_fd_sc_hd__xor2_1               165     165
sky130_fd_sc_hd__a211oi_1              71      70
sky130_fd_sc_hd__o21a_1               122     122
sky130_fd_sc_hd__buf_4                  3     243
sky130_fd_sc_hd__mux2_2                70      70
sky130_fd_sc_hd__nand3_1              136     136
sky130_fd_sc_hd__nor2_1               711     707
sky130_fd_sc_hd__a21o_1               170     170
sky130_fd_sc_hd__nor3_1               166     163
sky130_fd_sc_hd__nand2b_1              65      65
sky130_fd_sc_hd__fa_1                 409     409
sky130_fd_sc_hd__inv_1                679     672
sky130_fd_sc_hd__o21ai_0              347     344
sky130_fd_sc_hd__nand2_1              936     936
sky130_fd_sc_hd__a21oi_1              527     527
sky130_fd_sc_hd__or3_1                 66      66
sky130_fd_sc_hd__mux2i_1               88      88
sky130_fd_sc_hd__nand4_1               58      58
sky130_fd_sc_hd__xnor2_1              318     318
sky130_fd_sc_hd__a31oi_1               81      79
sky130_fd_sc_hd__o211ai_1              91      91
sky130_fd_sc_hd__clkdlybuf4s50_1        0      98
sky130_fd_sc_hd__ha_1                 752     752
stage by stage:
stage	total power [mW]	util (%)	std cells	hold slack [ns]
floorplan	0.357	-	7290	129.08
global placement	0.551	43.5	9050	130.41
detailed placement	0.546	43.5	9050	130.41
CTS	0.552	43.5	9050	130.41
global route	0.627	43.5	9054	130.43
finish	0.573	43.5	9062	130.41
cells in the mapped netlist, types with 88 or more instances:
cell	count	area [sq um]
sky130_fd_sc_hd__o21ai_0	347	1740
sky130_fd_sc_hd__o211ai_1	91	683
sky130_fd_sc_hd__xnor2_1	318	2790
sky130_fd_sc_hd__a21o_1	170	1280
sky130_fd_sc_hd__nor3_1	166	831
sky130_fd_sc_hd__fa_1	409	8190
sky130_fd_sc_hd__nand2_1	936	3510
sky130_fd_sc_hd__a21oi_1	527	2640
sky130_fd_sc_hd__clkbuf_1	252	946
sky130_fd_sc_hd__nor2_1	711	2670
sky130_fd_sc_hd__inv_1	679	2550
sky130_fd_sc_hd__ha_1	752	9410
sky130_fd_sc_hd__nand3_1	136	681
sky130_fd_sc_hd__mux2i_1	88	881
sky130_fd_sc_hd__xor2_1	165	1450
sky130_fd_sc_hd__o21a_1	122	916
area by class of cell:
type                       count  share of cell area (%)
antenna                       12                  0.0531
inverter                     691                    4.59
multi-input combinational   6263                    86.4
sequential                     1                  0.0266
tap                         1742                    3.86
timing repair buffer         353                    5.10
metal layers:
| layer | vias up | global-route usage, % |
|---|---|---|
| li1 | 25811 | - |
| met1 | 27570 | 59.1 |
| met2 | 3109 | 61.1 |
| met3 | 685 | 14.1 |
| met4 | 31 | 20.3 |
| met5 | - | 0.399 |
worst paths after layout:
kind | from | end | cells after the start
max | ALU_operand_2[10] | ALU_status[7] | 293
min | ALU_operand_2[31] | ALU_status[6] | 6
worst max-delay path, delay by kind of cell:
family,cells,cell delay (ns)
adder cells (fa/ha/maj),31,10.22
multiplexers,2,0.75
AND-OR/OR-AND,155,49.75
buffers and inverters,23,5.71
AND/OR/NAND/NOR,82,21.74
cells by family after synthesis:
family | share of synthesized area, %
compound gates | 24.8
xor+xnor | 8.04
fa+ha+maj | 33.5
buf+inv | 7.44
latches | 0.0285
mux | 5.36
other cells | 0.00713
simple gates | 20.9
Power figures rest on the tool's default switching activity, not on a simulated workload.

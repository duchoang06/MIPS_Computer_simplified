<file path="flow/config.mk">
export PLATFORM = sky130hd
export DESIGN_NAME = REG
export DESIGN_NICKNAME = REG
export VERILOG_FILES = /design/flow/design.v
export SDC_FILE = /design/flow/constraint.sdc
export NUM_CORES = 4
export LEC_CHECK = 1
export CORE_UTILIZATION = 40
</file>
<file path="flow/constraint.sdc">
current_design REG

set clk_period 5.1
set clk_io_pct 0.2

create_clock -name clk0 -period $clk_period [get_ports {REG_clk}]

set non_clock_inputs [all_inputs -no_clocks]
set_input_delay [expr $clk_period * $clk_io_pct] -clock clk0 $non_clock_inputs
set_output_delay [expr $clk_period * $clk_io_pct] -clock clk0 [all_outputs]
</file>
<file path="flow/design.v">
module REG
	(
		input [4:0] REG_address1,
		input [4:0] REG_address2,
		input [4:0] REG_address_wr,
		input REG_write_1,
		input [31:0] REG_data_wr_in1,
		output [31:0] REG_data_out1,
		output [31:0] REG_data_out2,
		input REG_clk
	);
	reg [31:0] REG_mem [0:31];
	initial REG_mem[0] = 32'd0;
	assign REG_data_out1 = REG_mem[REG_address1];
	assign REG_data_out2 = REG_mem[REG_address2];
	always @(posedge REG_clk) begin
		if (REG_write_1) begin
			REG_mem[REG_address_wr] <= REG_data_wr_in1;
		end
	end
endmodule 
</file>
<file path="flow/run.sh">
#!/bin/bash
# OpenROAD 26Q1-2900-gdf79404cd8, Yosys 0.63+post, stock flow scripts
make -C /OpenROAD-flow-scripts/flow DESIGN_CONFIG=/design/flow/config.mk WORK_HOME=/design/flow/orfs finish
</file>
==> run summary <==
Tally of nets with antenna violations remaining after routing -> 0
Power per cell area -> 337 mW/mm^2
Via Count -> 31000
Maxcap violations -> 0
Start point of the worst hold path -> REG_data_wr_in1[6]
Total length of routed wires -> 153000 um
Syn Std Cell Area -> 0.0488 mm^2
Post-detail-place hpwl -> 87400 um
XOR/XNOR share of the synthesized area -> 0
Maximum root-to-sink buffer count -> 3
Worst Hold Depth -> 2
Max incr delay on CP -> 0.59 ns
Post-synthesis instance total -> 3386
Die Width -> 351 um
End point of the worst hold path -> REG_mem[5][6]
Maximum fanout along the worst path -> 67
Worst path buffer plus inverter count -> 3
Commonest non-fill, non-tap cells in the layout -> edfxtp_1 (1024), mux2i_1 (1024), nand2_1 (193), nand3_1 (193)
Result of the run -> complete, no violations
Kind of cell with the highest combined delay on the critical path -> buffers and inverters
Tightest Hold Check Type -> input port to flip-flop
Initial core utilization -> 0.405
Total gr overflow -> 0
Number of placement rows -> 127
Root buffer cell -> clkbuf_16
Master of the slowest instance on the critical path -> clkdlybuf4s50_1
First-pass GRT wire length -> 218000 um
Sink count of the clock tree -> 1024
Mean routed wirelength per cell -> 29.0 um
I/O pins -> 113
Max FFs per register -> 1024
Portion of the post-synthesis area used by sequential elements -> 0.630
Post-route clock period utilization -> 0.990
CTS HTree Levels -> 3
Maximum clock frequency -> 198 MHz
Remaining DRCs -> 0
Number of setup violations in the final report -> 0
Number of cell instances after yosys synthesis -> 3386
Worst endpoint data arrival time -> 4.03 ns
Actual slew at the worst max-slew pin -> 0.795 ns
Register containing the most flip-flops in the final layout -> REG_mem
Total clock buffers created by CTS -> 107
Simple-gate share of the synthesized area -> 0.0471
Required time worst endpoint -> 4.08 ns
Syn avg cell area -> 14.4 um^2
Critical Path End Type -> output pin
Top flop regs -> REG_mem: 1024 flops
Maximum number of pins on one net before global-route repair -> 68
Total of warnings raised by yosys -> 1
Number of distinct library cell variants in the gate-level netlist after synthesis -> 23
Full die area -> 0.123 mm^2
Cell types with the largest area share after synthesis -> edfxtp_1 (63%), mux2i_1 (21%), a22oi_1 (3.0%), a22o_1 (2.3%), nand3_1 (2.0%)
Vias per inst -> 5.89
Share of the synthesized area in the top cell type -> 0.630
Leakage power -> 20.7 nW
Critical path, cell by cell -> clkdlybuf4s50_1, nor2_4, buf_12, a22o_1, nor3_1, a31oi_1, nand3_2, clkdlybuf4s50_1
Multiplexer area fraction after synthesis -> 0.210
Post-synthesis adder-cell area fraction -> 0
Diodes inserted -> 0
Worst setup path class -> input port to output pin
Synth area leader -> edfxtp_1
Total power consumption of the routed design -> 19.0 mW
Count of port buffers added during placement -> 112
Y dimension of the die -> 351 um
Core region area -> 0.120 mm^2
Antenna violations before repair -> 7
Area figure in the yosys stat output -> 0.0488 mm^2
CTS tree -> done
Count of final hold-check violations -> 0
Initial DRT Pass Iterations -> 5
Top cell by count, worst path -> clkdlybuf4s50_1
Via count of the first global-routing pass -> 31700
Complex Gates by Area -> 0.0804
Peak VDD IR -> 0.249 mV
Area growth, synth to finish -> 15.8%
Final period demand of the worst path -> 5.05 ns
Dominant combinational family -> multiplexers
Final count of pins violating max slew -> 0
Routability Congestion -> 0.889
OpenROAD warning count -> 26
Flops out of synthesis -> 1024
Clock transition at the register clock pins on the worst setup and hold paths after CTS -> 0.06 ns
Standard cell area after detailed placement -> 0.0530 mm^2
Worst setup SP type -> input port
Slew Limit Headroom -> 0.468
Share of final-layout standard cells stronger than drive strength 1 -> 0.112
Layout Cell Area excl Fill -> 0.0565 mm^2
Overall fraction of global-route tracks in use -> 0.266
Total negative slack -> 0 ns
Count of hold buffers inserted by post-cts repair -> 0
Drt initial violations -> 2150
[routing by layer]
layer	up-vias	track usage	share of wire
met5	-	0.00471	0.0011
met3	307	0.154	0.14
met1	15400	0.348	0.37
met2	1489	0.393	0.46
met4	16	0.0728	0.035
li1	13800	-	-
[cell families (layout without fill, tap and decap cells)]
logic type / Yosys count / after routing
multiplexers: 1024 / 1024
AND-OR/OR-AND: 576 / 576
AND/OR/NAND/NOR: 509 / 509
flip-flops: 1024 / 1024
buffers and inverters: 253 / 514
[area by class of cell]
class	instances	area, um^2
clock buffer	132	2810
clock inverter	71	704
fill	10400	64000
multi-input combinational	2109	16800
sequential	1024	30700
tap	1612	2020
timing repair buffer	311	3410
[worst max path at each step]
stage | slack, ns | startpoint | cells past startpoint | endpoint
CTS | 0.04 | REG_address1[0] | 9 | REG_data_out1[8]
global route | -0.005 | REG_address2[2] | 8 | REG_data_out2[8]
finish | 0.05 | REG_address2[2] | 8 | REG_data_out2[8]
[metrics by stage]
step	std cells	hold slack, ns	utilization	setup slack (ns)
floorplan	3386	1.12	-	1.65
global placement	5056	1.85	0.440	0.0120
detailed placement	5056	1.85	0.440	0.0560
CTS	5259	1.10	0.469	0.0421
global route	5259	1.15	0.469	-0.00483
finish	5259	1.14	0.469	0.0534
[report_power, final]
part / leakage [nW] / switching (mW) / total, mW / internal [mW]
clock network: 1.71 / 3.27 / 7.84 / 4.57
logic: 9.81 / 1.09 / 1.80 / 0.718
registers: 9.22 / 0.0395 / 9.40 / 9.36
total: 20.7 / 4.39 / 19.0 / 14.7
[synth_stat cells (all sizes together)]
cell type,n
or3,1
a22o,128
clkbuf,90
nand2b,4
and2,2
nor2,35
nand3,194
or3b,3
nand3b,5
nor3,64
nor2b,4
a21oi,192
buf,163
a31oi,64
or2,2
edfxtp,1024
nand2,195
a22oi,192
mux2i,1024
[timing repair]
| action | in CTS | in global routing |
|---|---|---|
| resized | 0 | 3 |
| endpoints found under the setup margin | 0 | 2 |
| buffers inserted | 0 | 0 |
Power and IR drop assume default switching activity.
